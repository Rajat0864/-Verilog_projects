$ cat design.v
module top_module(
    input clk,
    input in,
    input reset,                     
    output reg [7:0] out_byte,
    output done                      
);
    parameter CLKS_PER_BIT = 87;     
    parameter IDLE = 0, START = 1, DATA = 2, PARITY = 3, STOP_CHECK = 4, STOP = 5, WAIT = 6;
    reg [2:0] state, next_state;
    reg [3:0] count;
    reg [15:0] clock_count;
    reg [7:0] temp_byte;
    reg parity_bit;
    reg in_sync1, in_sync2;
    always @(posedge clk) begin
        if (reset) begin
            in_sync1 <= 1'b1;
            in_sync2 <= 1'b1;
        end else begin
            in_sync1 <= in;
            in_sync2 <= in_sync1;
        end
    end
    always @(posedge clk) begin
        if (reset)
            state <= IDLE;
        else
            state <= next_state;
    end
    always @(*) begin
        case (state)
            IDLE:        
                next_state = (in_sync2) ? IDLE : START;   
            START:       
                next_state = (clock_count == (CLKS_PER_BIT-1)/2) ?
                    ((in_sync2 == 1'b0) ? DATA : WAIT) : START;
            DATA:        
                next_state = (count < 7 && clock_count == CLKS_PER_BIT-1) ? DATA :
                             (count == 7 && clock_count == CLKS_PER_BIT-1) ? PARITY : DATA;
            PARITY:      
                next_state = (clock_count == CLKS_PER_BIT-1) ?
                    ((^temp_byte ^ in_sync2) ? WAIT : STOP_CHECK) : PARITY;  
            STOP_CHECK:  
                next_state = (clock_count == CLKS_PER_BIT-1) ?
                    (in_sync2 ? STOP : WAIT) : STOP_CHECK;   
            STOP:  
                next_state = (clock_count == CLKS_PER_BIT-1) ?
                    (in_sync2 ? IDLE : WAIT) : STOP;         
            WAIT:        
                next_state = (in_sync2) ? IDLE : WAIT;
            default:     
                next_state = IDLE;
        endcase
    end
    always @(posedge clk) begin
        if (reset) begin
            count <= 0;
            out_byte <= 0;
            temp_byte <= 0;
            parity_bit <= 0;
            clock_count <= 0;
        end else if (state == IDLE) begin
            count <= 0;
            temp_byte <= 0;
            parity_bit <= 0;
            clock_count <= 0;
        end else if (state == START) begin
            if (clock_count < (CLKS_PER_BIT-1)/2)
                clock_count <= clock_count + 1;
            else
                clock_count <= 0;  
        end else if (state == DATA) begin
            if (clock_count < CLKS_PER_BIT-1) begin
                clock_count <= clock_count + 1;
            end else begin
                temp_byte[count] <= in_sync2;   
                count <= count + 1;
                clock_count <= 0;
            end
        end else if (state == PARITY) begin
            if (clock_count < CLKS_PER_BIT-1) begin
                clock_count <= clock_count + 1;
            end else begin
                parity_bit <= in_sync2;
                clock_count <= 0;
            end
        end else if (state == STOP_CHECK) begin
            if (clock_count < CLKS_PER_BIT-1)
                clock_count <= clock_count + 1;
            else
                clock_count <= 0;
        end else if (state == STOP) begin
            if (clock_count < CLKS_PER_BIT-1) begin
                clock_count <= clock_count + 1;
            end else begin
                out_byte <= temp_byte;
                count <= 0;
                temp_byte <= 0;
                parity_bit <= 0;
                clock_count <= 0;
            end
        end else if (state == WAIT) begin
            clock_count <= 0;
            count <= 0;
            temp_byte <= 0;
            parity_bit <= 0;
        end else begin
            clock_count <= 0;
            count <= 0;
        end
    end
    assign done = (state == STOP && clock_count == CLKS_PER_BIT-1);
endmodule
$ cat run.sh
#!/bin/bash
# OpenROAD 26Q1-2900-gdf79404cd8, Yosys 0.63+post, stock flow scripts
make -C /OpenROAD-flow-scripts/flow DESIGN_CONFIG=/design/flow/config.mk WORK_HOME=/design/flow/orfs finish
$ cat config.mk
export PLATFORM = sky130hd
export DESIGN_NAME = top_module
export DESIGN_NICKNAME = top_module
export VERILOG_FILES = /design/flow/design.v
export SDC_FILE = /design/flow/constraint.sdc
export NUM_CORES = 4
export LEC_CHECK = 1
export CORE_UTILIZATION = 50
$ cat constraint.sdc
current_design top_module

set clk_period 2.9
set clk_io_pct 0.2

create_clock -name clk0 -period $clk_period [get_ports {clk}]

set non_clock_inputs [all_inputs -no_clocks]
set_input_delay [expr $clk_period * $clk_io_pct] -clock clk0 $non_clock_inputs
set_output_delay [expr $clk_period * $clk_io_pct] -clock clk0 [all_outputs]
==> impl_metrics.env <==
# physical design summary
export IMPL_die_y_um=68.1
export IMPL_ys_types=51
export IMPL_grt_total_usage_pct=19.6
export IMPL_setup_viol=0
export IMPL_slew_viol_final=0
export IMPL_antenna_found_initial=0
export IMPL_synth_area_um2=2180
export IMPL_first_pass_iters=4
export IMPL_syn_avg_cell_area_um2=9.34
export IMPL_post_drt_wl_per_cell_um=13.2
export IMPL_yosys_register_bits=45
export IMPL_log_warning_count=32
export IMPL_yosys_area_top_type_share_pct=41.2
export IMPL_grt_max_degree=20
export IMPL_p_sw_w=0.000230
export IMPL_layout_drive_gt1_share_pct=9.38
export IMPL_core_region_area_um2=4090
export IMPL_vias=1697
export IMPL_drt_iter0_drc=57
export IMPL_ys_top_cells_by_count="dfxtp_1 (45), nor2_1 (27), nand2_1 (20)"
export IMPL_p_clk_share_pct=36.1
export IMPL_vias_per_cell=5.55
export IMPL_yosys_cell_count_top_type="dfxtp_1"
export IMPL_fin_crit_sh_pct=89.3
export IMPL_root_buffer="clkbuf_8"
export IMPL_chipArea_um2=4640
export IMPL_whs_path_depth=1
export IMPL_slew_headroom_pct=61.2
export IMPL_first_global_vias=1458
export IMPL_fmax_mhz=386
export IMPL_fp_util_pct=53.5
export IMPL_critPathMaxStageDelay_ps=460
export IMPL_worstRegToRegCells=6
export IMPL_io_pins=12
export IMPL_hold_class="reg -> reg"
export IMPL_path_cells="nor4bb_1 > and4_1 > and2_1 > clkdlybuf4s50_1"
export IMPL_ff2ff_setup_slack_ps=560
export IMPL_gp_congestion=0.860
export IMPL_cts_sinks=45
export IMPL_htreeDepth=2
export IMPL_crit_required_ps=2320
export IMPL_drtAntennaViolNets=0
export IMPL_reg2reg_from="count[0]$_SDFFE_PP0P_"
export IMPL_yosys_top_cells_area="dfxtp_1 (41%), nor2_1 (4.6%), mux2i_1 (4.1%)"
export IMPL_p_leak_nw=0.934
export IMPL_cp_top_family="simple AND/OR/NAND/NOR gates"
export IMPL_cts_tree="built"
export IMPL_yosysTopAreaCell="dfxtp_1"
export IMPL_critPathCaptureType="primary output"
export IMPL_grt_pass1_wl_um=6620
export IMPL_cts_setup_buffers=0
export IMPL_maxCapViolations=0
export IMPL_yosysWarnings=1
export IMPL_syn2layout_area_growth_pct=12.9
export IMPL_crit_path_start_kind="register"
export IMPL_cp_buffers_inverters=1
export IMPL_worst_pin_slew_ps=582
export IMPL_rsz0062_at_grt="no"
export IMPL_whs_ps=425
export IMPL_clk_latency_ps=300
export IMPL_postSynth_asyncResetShare_pct=0
export IMPL_yosys_stat_area_um2=2180
export IMPL_clk_pin_slew_ps=80
export IMPL_powerDensity_nw_per_um2=423
export IMPL_ctsResizeCount=0
export IMPL_clock_path_buffers=2
export IMPL_ys_cells=234
export IMPL_crit_type="reg -> out"
export IMPL_edf_count=0
export IMPL_num_rows=23
export IMPL_clock_skew_ps=10.1
export IMPL_rr_endpoint="temp_byte[0]$_SDFFE_PP0P_"
export IMPL_synthCells=234
export IMPL_cts_buffers_inserted=5
export IMPL_place_hpwl_um=2970
export IMPL_portBuffers=11
export IMPL_p_int_w=0.000812
export IMPL_hold_path_startpoint="in_sync1$_SDFF_PP1_"
export IMPL_hold_path_end="in_sync2$_SDFF_PP1_"
export IMPL_crit_path_max_fanout=7
export IMPL_power_frac_comb_pct=3.0
export IMPL_slowest_stage="clkdlybuf4s50_1"
export IMPL_synth_main_ff_cell="dfxtp_1"
export IMPL_seqPwrFrac_pct=60.9
export IMPL_cts_hold_buffers=0
export IMPL_grt_overflow=0
export IMPL_drc_errors=0
export IMPL_setup_tns_ps=0
export IMPL_ys_seq_share_pct=41.2
export IMPL_period_needed_ps=2590
export IMPL_netSwitchingFraction_pct=22.1
export IMPL_fillers=348
export IMPL_status="finished, final reports clean"
export IMPL_irDropWorstVdd_mv=0.300
export IMPL_hold_viol=0
export IMPL_die_w_um=68.1
export IMPL_wirelength_um=4050
export IMPL_cp_arrival_ps=2010
export IMPL_antenna_diode_count=0
==> layout by cell type, fill, tap and decap left out, types with 2 or more instances in the layout <==
master	count
a21oi_1	10
a22o_1	4
a32o_1	4
and3_1	3
and3b_1	2
and4_1	2
buf_4	4
clkbuf_8	5
clkdlybuf4s50_1	11
clkinvlp_4	2
conb_1	9
dfxtp_1	45
ha_1	7
inv_1	6
mux2i_1	9
nand2_1	20
nand2b_1	3
nand3_1	13
nand3b_1	4
nor2_1	27
nor3_1	3
nor4_2	2
o21a_1	2
o21ai_0	5
o21ai_1	2
o21ai_2	2
o311ai_4	2
o31ai_1	3
o41ai_1	3
or2_2	3
or3_1	5
or4_1	3
xnor2_1	7
xor2_1	4
==> final cells by class <==
cell class              count  area [µm²]  area share (%)
clock inverters             2        15.0           0.609
inverters                   6        22.5           0.913
multi-input cells         182        1250            50.8
repair buffers             15         140            5.68
clock buffers               6        72.6            2.94
well taps                  50        62.6            2.54
flip-flops and latches     45         901            36.5
==> worst max path at each step <==
stage / startpoint / end / slack [ps] / cells past startpoint
6_report: clock_count[4]$_SDFF_PP0_ / done / 310 / 4
4_1_cts: clock_count[4]$_SDFF_PP0_ / done / 270 / 4
5_1_grt: clock_count[4]$_SDFF_PP0_ / done / 100 / 4
==> power by group through the flow <==
stage | combinational, W | clock, W | sequential (W)
CTS | 0.0000313 | 0.000390 | 0.000635
global route | 0.0000339 | 0.000416 | 0.000637
finish | 0.0000311 | 0.000376 | 0.000635
==> kinds of logic (layout without fill, tap and decap cells) <==
group                      count (synthesis)  count (layout)  synth area share [%]
buffers and inverters                     15              29                  2.81
DFF                                       45              45                  41.2
muxes                                     10              10                  4.64
other                                      1               9                 0.172
adders and majority gates                  7               7                  4.01
AOI/OAI and AO/OA                         44              44                  17.0
xor gates and xnor gates                  12              12                  5.44
and+or+nand+nor                          100             100                  24.7
==> through the flow <==
| stage | util, % | instances | area [µm²] | setup WS, ps | total power, W |
|---|---|---|---|---|---|
| after floorplan | - | 242 | 2210 | 773 | 0.000671 |
| after global placement | 58.2 | 298 | 2380 | 510 | 0.000680 |
| after detailed placement | 58.2 | 298 | 2380 | 473 | 0.000681 |
| after CTS | 60.3 | 306 | 2470 | 271 | 0.00106 |
| after global routing | 60.3 | 306 | 2470 | 104 | 0.00109 |
| final | 60.3 | 306 | 2470 | 311 | 0.00104 |
==> per-layer routing <==
| metal | track usage, % | routed length (µm) | share of wire [%] | vias to the layer above |
|---|---|---|---|---|
| li1 | - | - | - | 878 |
| met1 | 26.4 | 1910 | 47 | 786 |
| met2 | 33.2 | 1930 | 48 | 28 |
| met3 | 5.07 | 156 | 3.8 | 5 |
| met4 | 2.34 | 55 | 1.4 | 0 |
| met5 | 0 | 0 | 0 | - |
==> sequential cells by signal, summed over array words and instances (netlist names) <==
name	cells
count	4
state	7
clock_count	16
out_byte	8
in_sync1	1
temp_byte	8
in_sync2	1
Power is estimated from default activity; no workload was simulated.
