File: flow/design.v
module iic_controller (
    input  wire        clk,        
    input  wire        rst,
    input  wire        start,      
    input  wire [6:0]  slave_addr,
    input  wire [7:0]  data,
    inout  wire        sda,
    output reg         scl,
    output reg         busy,
    output reg         done,
    output reg         ack_error
);
    localparam DIVIDER = 250; 
    reg [15:0] clk_cnt;
    reg        scl_en;     
    reg        scl_clk;    
    localparam IDLE            = 4'd0;
    localparam START_COND      = 4'd1;
    localparam SEND_ADDR       = 4'd2;
    localparam ADDR_ACK        = 4'd3;
    localparam SEND_DATA       = 4'd4;
    localparam DATA_ACK        = 4'd5;
    localparam STOP_COND       = 4'd6;
    localparam DONE_ST         = 4'd7;
    reg [3:0] state;
    reg [7:0] shift_reg;
    reg [3:0] bit_cnt;
    reg       sda_drive;
    reg       sda_out;
    reg [1:0] phase;
    assign sda = sda_drive ? sda_out : 1'bz;
    always @(posedge clk or posedge rst) begin
        if (rst) begin
            clk_cnt <= 16'd0;
            phase   <= 2'd0;
            scl     <= 1'b1;
        end else if (state == IDLE && !start) begin
            clk_cnt <= 16'd0;
            phase   <= 2'd0;
            scl     <= 1'b1;
        end else begin
            if (clk_cnt == DIVIDER - 1) begin
                clk_cnt <= 16'd0;
                phase   <= phase + 1'b1;
                if (phase == 2'd1) scl <= 1'b1;
                if (phase == 2'd3) scl <= 1'b0;
            end else begin
                clk_cnt <= clk_cnt + 1'b1;
            end
        end
    end
    wire phase_tick = (clk_cnt == DIVIDER - 1);
    always @(posedge clk or posedge rst) begin
        if (rst) begin
            state      <= IDLE;
            sda_drive  <= 1'b1;
            sda_out    <= 1'b1;
            shift_reg  <= 8'd0;
            bit_cnt    <= 4'd0;
            busy       <= 1'b0;
            done       <= 1'b0;
            ack_error  <= 1'b0;
        end else begin
            done <= 1'b0;
            case (state)
                IDLE: begin
                    sda_drive <= 1'b1;
                    sda_out   <= 1'b1; 
                    busy      <= 1'b0;
                    if (start) begin
                        busy      <= 1'b1;
                        ack_error <= 1'b0;
                        shift_reg <= {slave_addr, 1'b0}; 
                        bit_cnt   <= 4'd7;
                        state     <= START_COND;
                    end
                end
                START_COND: begin
                    sda_drive <= 1'b1;
                    sda_out   <= 1'b1;
                    if (phase_tick && phase == 2'd1) begin
                        sda_out <= 1'b0; 
                    end
                    if (phase_tick && phase == 2'd3) begin
                        state <= SEND_ADDR;
                    end
                end
                SEND_ADDR: begin
                    sda_drive <= 1'b1;
                    if (phase_tick && phase == 2'd0) begin
                        sda_out <= shift_reg[bit_cnt];
                    end
                    if (phase_tick && phase == 2'd3) begin
                        if (bit_cnt == 0) begin
                            state <= ADDR_ACK;
                        end else begin
                            bit_cnt <= bit_cnt - 1'b1;
                        end
                    end
                end
                ADDR_ACK: begin
                    if (phase_tick && phase == 2'd0) sda_drive <= 1'b0;
                    if (phase_tick && phase == 2'd2) begin
                        ack_error <= sda; 
                    end
                    if (phase_tick && phase == 2'd3) begin
                        shift_reg <= data;
                        bit_cnt   <= 4'd7;
                        state     <= SEND_DATA;
                    end
                end
                SEND_DATA: begin
                    if (phase_tick && phase == 2'd0) begin
                        sda_drive <= 1'b1;
                        sda_out   <= shift_reg[bit_cnt];
                    end
                    if (phase_tick && phase == 2'd3) begin
                        if (bit_cnt == 0) begin
                            state <= DATA_ACK;
                        end else begin
                            bit_cnt <= bit_cnt - 1'b1;
                        end
                    end
                end
                DATA_ACK: begin
                    if (phase_tick && phase == 2'd0) sda_drive <= 1'b0;
                    if (phase_tick && phase == 2'd2) begin
                        ack_error <= sda;
                    end
                    if (phase_tick && phase == 2'd3) begin
                        state <= STOP_COND;
                    end
                end
                STOP_COND: begin
                    if (phase_tick && phase == 2'd0) begin
                        sda_drive <= 1'b1;
                        sda_out   <= 1'b0;
                    end
                    if (phase_tick && phase == 2'd1) begin
                        sda_out <= 1'b0; 
                    end
                    if (phase_tick && phase == 2'd2) begin
                        sda_out <= 1'b1; 
                    end
                    if (phase_tick && phase == 2'd3) begin
                        state <= DONE_ST;
                    end
                end
                DONE_ST: begin
                    sda_drive <= 1'b1;
                    sda_out   <= 1'b1;
                    busy      <= 1'b0;
                    done      <= 1'b1;
                    state     <= IDLE;
                end
                default: state <= IDLE;
            endcase
        end
    end
endmodule
File: flow/run.sh
#!/bin/bash
# OpenROAD 26Q1-2900-gdf79404cd8, Yosys 0.63+post, stock flow scripts
make -C /OpenROAD-flow-scripts/flow DESIGN_CONFIG=/design/flow/config.mk WORK_HOME=/design/flow/orfs finish
File: flow/config.mk
export PLATFORM = sky130hd
export DESIGN_NAME = iic_controller
export DESIGN_NICKNAME = iic_controller
export VERILOG_FILES = /design/flow/design.v
export SDC_FILE = /design/flow/constraint.sdc
export NUM_CORES = 4
export LEC_CHECK = 1
export CORE_UTILIZATION = 50
File: flow/constraint.sdc
current_design iic_controller

set clk_period 2.9
set clk_io_pct 0.2

create_clock -name clk0 -period $clk_period [get_ports {clk}]

set non_clock_inputs [all_inputs -no_clocks]
set_input_delay [expr $clk_period * $clk_io_pct] -clock clk0 $non_clock_inputs
set_output_delay [expr $clk_period * $clk_io_pct] -clock clk0 [all_outputs]
==> metrics.yaml <==
dieHeight_um: 69.1
io_pins: 23
synthArstFlopShare: 1.00
cts_buffer_depth: 2
cts_root_buffer: "clkbuf_8"
post_cts_buffers: 0
fp_util: 0.518
numCtsBuffers: 5
avgSynthCellArea_um2: 10.0
placedInstanceArea_um2: 2500
synth_cell_types: 47
holdBufCountCts: 0
rows: 24
clock-sinks: 43
outcome: "stopped before the end"
synth.cell_area_um2: 2250
lastStage: "clock tree synthesis"
die_w_um: 69.1
numSynthFlops: 43
yosys_area_um2: 2250
synth-main-ff-cell: "dfrtp_1"
tool.error: "[error] [KeplerFormal.cpp:679] Workflow failed: Iso has multiple drivers: .sda0, sda$_DFFE_PP1P_.Q0"
gp_congestion: 0.882
ys_warn_count: 2
hpwl_um: 2980
syn_inst: 225
placed_cells: 290
cts_resized: 0
ys_seq_frac: 0.479
yosys_cells: 225
synth-edff-count: 0
port_buffers: 21
cts-htree-levels: 2
per-stage QoR:
step / setup slack (ns) / power, W
3_5_place_dp: 0.516 / 0.000672
3_3_place_gp: 0.588 / 0.000670
2_1_floorplan: 1.06 / 0.000641
logic make-up after synthesis:
kind of cell             count (synthesis)  share of synthesized area
flip-flops                              43                      0.479
XOR/XNOR                                13                     0.0505
adder cells (fa/ha/maj)                  7                     0.0389
AND-OR/OR-AND                           40                      0.118
AND/OR/NAND/NOR                         89                      0.208
buffers and inverters                   19                     0.0361
multiplexers                            14                     0.0694
synth_stat cells, drive strengths merged (2+ instances only):
| library cell | instances | share of area |
|---|---|---|
| a21oi | 16 | 0.041 |
| a22o | 3 | 0.012 |
| and2 | 2 | 0.0056 |
| and3 | 3 | 0.0083 |
| and4 | 4 | 0.016 |
| buf | 3 | 0.0094 |
| clkbuf | 7 | 0.012 |
| dfrtp | 40 | 0.44 |
| dfstp | 3 | 0.035 |
| ha | 7 | 0.039 |
| inv | 9 | 0.015 |
| mux2 | 3 | 0.015 |
| mux2i | 10 | 0.044 |
| nand2 | 15 | 0.025 |
| nand3 | 6 | 0.013 |
| nand4 | 3 | 0.011 |
| nor2 | 37 | 0.062 |
| nor3 | 2 | 0.0044 |
| nor3b | 2 | 0.0067 |
| nor4 | 3 | 0.011 |
| o21ai | 10 | 0.022 |
| or2 | 4 | 0.011 |
| or3 | 3 | 0.0083 |
| xnor2 | 5 | 0.019 |
| xor2 | 8 | 0.031 |
Power figures rest on the tool's default switching activity, not on a simulated workload.
